## ./run.sh

```bash
#!/bin/bash
# OpenROAD 26Q1-2900-gdf79404cd8, Yosys 0.63+post, stock flow scripts
make -C /OpenROAD-flow-scripts/flow DESIGN_CONFIG=/design/flow/config.mk WORK_HOME=/design/flow/orfs finish
```

## ./config.mk

```make
export PLATFORM = sky130hd
export DESIGN_NAME = PWM
export DESIGN_NICKNAME = PWM
export VERILOG_FILES = /design/flow/design.v
export SDC_FILE = /design/flow/constraint.sdc
export NUM_CORES = 4
export LEC_CHECK = 1
export CORE_AREA = 10 10 81 81
export DIE_AREA = 0 0 91 91
```

## ./constraint.sdc

```tcl
current_design PWM

set clk_period 3.4
set clk_io_pct 0.2

create_clock -name clk0 -period $clk_period [get_ports {clk_in}]

set non_clock_inputs [all_inputs -no_clocks]
set_input_delay [expr $clk_period * $clk_io_pct] -clock clk0 $non_clock_inputs
set_output_delay [expr $clk_period * $clk_io_pct] -clock clk0 [all_outputs]
```

## ./design.v

```verilog
`timescale 1ns / 1ps
module PWM(
    input clk_in,
    input rst_n_in,
    input [11:0] val_in,
    output reg PWM_out
    );
    reg [11:0] counter = 0;
    always@ (posedge clk_in)
    begin
        if (rst_n_in == 1'b0)
        begin
            PWM_out = 1'b1;
            counter = 0;
        end
        else
        begin   
            if(val_in == 12'hFFF)
                PWM_out <= 1; 
            else if ( counter < val_in )
                PWM_out <= 1;
            else
                PWM_out <= 0;
             counter <= counter+1;
        end
    end
endmodule
```

==> run notes <==
* finished, final reports clean — status
* 0 — setup fix buffers added after clock tree synthesis
* 3153 um — global-route wire length before repair
* 25 — Tool Warnings
* 674 — via count of the first global-routing pass
* counter[3] — worst reg2reg startpoint
* 0.8748 — final estimated routing congestion in global placement
* 0 — detailed-route DRC error count
* 0 — Multiplexer share
* 0.002769 ns — Worst Skew
* 0.04564 — global-route usage over all layers
* 0 — remaining global-route overflow
* 2.18 ns — CP Data Arrival Time
* 0.1381 mV — worst supply voltage drop on vdd
* 1.87 ns — worst reg-to-reg setup slack
* 0 — count of nets left with antenna violations after detail routing
* 25 — standard-cell rows
* 0 — Final Slew Violations
* 0.001141 mm2 — Layout Cell Area excl Fill
* 1466 um — DP Wirelength
* 3.789 — ratio of routed vias to standard cells
* 9.517 um — average wire length per cell after detail routing
* 0.23 ns — Skew-Pair Late Insertion Delay
* 9.123 um2 — mean area per synthesized cell
* 0.4542 ns — slew at the pin closest to its max-slew limit
* 0 ns — TNS Setup
* 0.6111 — Tcrit/Tclk final
* 0.5429 ns — worst hold-check slack
* 3 — number of buffers created by CTS
* 0 — post-cts sizing count
* 30.29% — layout-stage area growth over the synthesis result
* 0 — initial antenna violation count
* input pin to flip-flop — category of the most critical setup path
* 14 — pin count of the biggest net entering global routing
* 0.0003312 W — Power Total
* 0 — number of inserted diodes
* 26 — number of distinct library cells after synthesis
* 0 — final setup violation count
* 0.004817 mm2 — Std-Cell Core Area
* 0.008281 mm2 — overall chip area
* 13 — Synth flops
* 0 — max-cap viol count
* 0.2657 — Simple-Gate Area Share
* 0.07000 — Post-Synth XOR/XNOR Area
* 0 — Hold Fails Final Rpt
* 91 um — die span in y
* 0.1818 — FP Core Util
* 0.05 ns — clock transition at the registers of the reported paths
* 875.8 um2 — area of the synthesized netlist per yosys stat
* 0.6894 — normalized max-slew margin
* 2.078 ns — final critical delay including setup and external delays
* 1713 um — total wire length after detailed routing
* 541 — layout filler cell count
* counter[6] — Worst Hold Launch
* 290.3 mW/mm2 — Cell Pwr Density
* 0.001096 mm2 — placed cell areas
* 3 — number of iterations in the first detailed-routing pass
* 2 — maximum buffer depth of the clock tree
* 1 — number of warnings reported in the yosys synthesis log
* yes — TritonCTS clock tree
* 0.2971 — post-synthesis sequential area ratio
* 0 — CTS Hold Buffers Added
* 180 — Cell Count, Final, Fillers Out
* 1 — count of H-tree levels built during CTS
* 91 um — die extent in x
* 0.1271 — Compound-Gate Fraction of Synth Area
* 875.8 um2 — netlist area before placement
* 13 — number of clock sinks
* 15 — io pins
* sky130_fd_sc_hd__clkbuf_8 — Root Buffer Master
* 14 — number of buffers added on ports
* 0.5015 nW — static leakage
* simple AND/OR/NAND/NOR gates — Dominant comb cell
* 0.08850 — fraction of layout cells with a size suffix above 1
* flip-flop to flip-flop — worst min-delay path class
* 3.50 ns — endpoint required time on the critical path
* 682 — vias post-DR
* 481.3 MHz — maximum clock rate
* 96 — gate count after technology mapping
* 0.1714 — adder and majority cell fraction of the synthesized area
* false — unrepaired setup endpoints after global routing
* 176 — instance count after placement with tap cells included
* 2 — maximum fanout encountered on the critical timing path
* 46 — drt initial violations
* 96 — yosys stat cell total
* input pin — Critical Path Start Type
* val_in[3] — critical path startpoint
* flip-flop — endpoint type of the worst setup path
==> power by group <==
part | total [W] | switching, W | internal (W) | leakage, nW
sequential | 0.000159 | 0.00000340 | 0.000156 | 0.105
combinational | 0.0000410 | 0.0000161 | 0.0000249 | 0.373
clock | 0.000131 | 0.0000489 | 0.0000823 | 0.0228
==> area by class of cell <==
cell class | count | area (um2) | share of cell area
tap | 67 | 83.83 | 0.07347
timing repair buffer | 14 | 140.1 | 0.1228
sequential | 13 | 260.3 | 0.2281
clock buffer | 4 | 45.04 | 0.03947
inverter | 15 | 56.30 | 0.04934
multi-input combinational | 67 | 555.5 | 0.4868
==> cells in the mapped netlist <==
library cell / instances / area share
sky130_fd_sc_hd__nand4_1: 5 / 0.036
sky130_fd_sc_hd__or3_1: 4 / 0.029
sky130_fd_sc_hd__xnor2_1: 3 / 0.030
sky130_fd_sc_hd__nand3_1: 3 / 0.017
sky130_fd_sc_hd__nand3_2: 1 / 0.011
sky130_fd_sc_hd__and2_1: 8 / 0.057
sky130_fd_sc_hd__a2111oi_0: 1 / 0.010
sky130_fd_sc_hd__nand2_1: 4 / 0.017
sky130_fd_sc_hd__clkbuf_1: 1 / 0.0043
sky130_fd_sc_hd__a21boi_1: 3 / 0.026
sky130_fd_sc_hd__nand2b_1: 1 / 0.0071
sky130_fd_sc_hd__a21o_1: 1 / 0.0086
sky130_fd_sc_hd__a2111oi_2: 1 / 0.017
sky130_fd_sc_hd__nand4_4: 1 / 0.024
sky130_fd_sc_hd__dfxtp_1: 13 / 0.30
sky130_fd_sc_hd__xor2_1: 4 / 0.040
sky130_fd_sc_hd__o21ai_0: 4 / 0.023
sky130_fd_sc_hd__inv_1: 15 / 0.064
sky130_fd_sc_hd__o22ai_1: 1 / 0.0071
sky130_fd_sc_hd__o311ai_1: 1 / 0.010
sky130_fd_sc_hd__o21a_1: 1 / 0.0086
sky130_fd_sc_hd__ha_1: 12 / 0.17
sky130_fd_sc_hd__and2b_1: 1 / 0.0086
sky130_fd_sc_hd__a21oi_1: 3 / 0.017
sky130_fd_sc_hd__nor3_2: 3 / 0.034
sky130_fd_sc_hd__nor4_4: 1 / 0.024
==> worst max-delay path, stage by stage <==
cell and delay [ns]:
sky130_fd_sc_hd__clkdlybuf4s50_1 0.49, sky130_fd_sc_hd__inv_1 0.05, sky130_fd_sc_hd__ha_1 0.26, sky130_fd_sc_hd__o21ai_0 0.09, sky130_fd_sc_hd__a2111oi_0 0.49, sky130_fd_sc_hd__o311ai_1 0.12
==> kinds of logic (layout without fill, tap and decap cells) <==
family                   after synthesis  after routing
AND/OR/NAND/NOR                       32             32
XOR/XNOR                               7              7
AND-OR/OR-AND                         16             16
adder cells (fa/ha/maj)               12             12
flip-flops                            13             13
buffers and inverters                 16             33
==> metal layers <==
layer  global-route usage  up-vias  share of wire
li1                     -      373              -
met1              0.06077      299           0.48
met2              0.07279        8           0.46
met3              0.01577        2          0.046
met4             0.003916        0          0.011
met5                    0        -              0
==> per-stage QoR <==
stage | setup WS [ns] | utilization
after floorplan | 1.729 | -
after global placement | 1.119 | 0.2275
after detailed placement | 1.116 | 0.2275
after CTS | 1.354 | 0.2369
after global routing | 1.278 | 0.2369
final | 1.322 | 0.2369
==> state kept, by name (all words and copies together) (netlist names) <==
register	flops
PWM_out	1
counter	12
==> layout by cell type (no fill, tap or decap), types with 4 or more instances in the layout <==
master,instances
sky130_fd_sc_hd__and2_1,8
sky130_fd_sc_hd__clkdlybuf4s50_1,14
sky130_fd_sc_hd__dfxtp_1,13
sky130_fd_sc_hd__ha_1,12
sky130_fd_sc_hd__inv_1,15
sky130_fd_sc_hd__nand2_1,4
sky130_fd_sc_hd__nand4_1,5
sky130_fd_sc_hd__o21ai_0,4
sky130_fd_sc_hd__or3_1,4
sky130_fd_sc_hd__xor2_1,4
==> path summary, 6_finish.rpt <==
kind / depth (start not counted) / end
min reg2reg: 2 / counter[6]
min: 2 / counter[6]
max: 6 / PWM_out
max reg2reg: 4 / PWM_out
Power and IR drop assume default switching activity.
