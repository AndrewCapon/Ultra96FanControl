`flow/run.sh`:
```
#!/bin/bash
# OpenROAD 26Q1-2900-gdf79404cd8, Yosys 0.63+post, stock flow scripts
make -C /OpenROAD-flow-scripts/flow DESIGN_CONFIG=/design/flow/config.mk WORK_HOME=/design/flow/orfs finish
```
`flow/config.mk`:
```
export PLATFORM = sky130hd
export DESIGN_NAME = ClockDivider
export DESIGN_NICKNAME = ClockDivider
export VERILOG_FILES = /design/flow/design.v
export SDC_FILE = /design/flow/constraint.sdc
export NUM_CORES = 4
export LEC_CHECK = 1
export CORE_UTILIZATION = 30
```
`flow/constraint.sdc`:
```
current_design ClockDivider

set clk_period 6.2
set clk_io_pct 0.2

create_clock -name clk0 -period $clk_period [get_ports {clk_in}]

set non_clock_inputs [all_inputs -no_clocks]
set_input_delay [expr $clk_period * $clk_io_pct] -clock clk0 $non_clock_inputs
set_output_delay [expr $clk_period * $clk_io_pct] -clock clk0 [all_outputs]
```
`flow/design.v`:
```
`timescale 1ns / 1ps
module ClockDivider(
    input clk_in,
    input rst_n_in,
    input [31:0] divider_in,
    output reg clk_out
    );
    reg [31:0] count=31'b0;
    reg [31:0] cur_divider=31'b0;
    always @ (posedge(clk_in))
    begin
        if (rst_n_in == 1'b0)
            count <= 31'b0;
        else if (count >= divider_in)
            count <= 31'b0;
        else
            count <= count + 1;
    end
    always @ (posedge(clk_in))
    begin
        if (rst_n_in == 1'b0)
            clk_out <= 1'b0;
        else  if (count >= divider_in)
            clk_out <= ~clk_out;
        else
            clk_out <= clk_out;
    end
endmodule
```
==> summary.rpt <==
PHYSICAL IMPLEMENTATION REPORT
----------------------------------------------------
[Status]
  Outcome ........................ finished clean

[Logic synthesis]
  Yosys Chip Area ........................ 2240 sq um
  Number of standard cells reported by yosys ........................ 265
  Post-synth EDFFs ........................ 0
  Gate Count Post-Synth ........................ 265
  Fraction of registers with async set or reset after synthesis ........................ 0%
  Number of different library cells in the post-synthesis netlist ........................ 35
  Cells taking the most area after synthesis ........................ sky130_fd_sc_hd__dfxtp_1 29%, sky130_fd_sc_hd__ha_1 18%, sky130_fd_sc_hd__xor2_1 7.8%
  Post-synth top cells ........................ 36 x sky130_fd_sc_hd__inv_1, 36 x sky130_fd_sc_hd__nor2_1, 33 x sky130_fd_sc_hd__dfxtp_1, 33 x sky130_fd_sc_hd__ha_1, 20 x sky130_fd_sc_hd__xor2_1
  Area share of the largest cell type after synthesis ........................ 29.5%
  Warnings from Yosys ........................ 1
  Synth Register Bits ........................ 33
  Most instantiated flip-flop cell in the synthesis netlist ........................ sky130_fd_sc_hd__dfxtp_1
  Share of synthesized area occupied by flip-flops and latches ........................ 29.5%
  Mapped Avg Cell Area ........................ 8.46 sq um
  Cell type with the highest aggregate area in the netlist ........................ sky130_fd_sc_hd__dfxtp_1
  Synth Cell Area ........................ 2240 sq um

[Routing]
  Final routed wirelength across all metal layers ........................ 4130 um
  Total number of vias ........................ 1778
  Number of detailed-route iterations in the first pass ........................ 4
  Initial drt markers ........................ 54
  Average wire length per cell after detail routing ........................ 10.3 um
  Antenna cell count ........................ 0
  Residual antenna-violating net count after detailed routing ........................ 0
  DRC violation count after routing ........................ 0
  Via density per instance ........................ 4.41

[Place]
  Minimum setup slack after placement ........................ 2.57 ns
  Half-perimeter wire length of the detailed placement result ........................ 3250 um
  Routability Congestion ........................ 0.794
  Count of input and output buffers ........................ 34

[Floorplanning]
  DIE WIDTH ........................ 88.4 um
  Chip Footprint ........................ 7820 sq um
  Die H ........................ 88.4 um
  Site row count ........................ 31
  Total core area ........................ 7250 sq um
  Fp util ........................ 30.9%
  Top-Level Pins ........................ 35

[Setup path]
  CP endpoint kind ........................ flip-flop
  Worst reg2reg startpoint ........................ count[0]$_SDFF_PP0_
  Type of the worst setup path ........................ input pin to flip-flop
  Worst-path fanout max ........................ 32
  FF-to-FF End ........................ count[7]$_SDFF_PP0_
  Critical Path Start Type ........................ input pin
  Depth of the worst register-to-register path ........................ 8
  Launching element of the worst setup path ........................ divider_in[0]
  Worst EP required ........................ 6.41 ns
  Register-to-register path setup slack ........................ between 3 and 4 ns
  Data arrival at the endpoint of the critical path ........................ between 3 and 4 ns

[Hold path]
  Hold path endpoint ........................ count[0]$_SDFF_PP0_
  Worst hold path class ........................ flip-flop to flip-flop
  Launch point of the worst hold path ........................ count[0]$_SDFF_PP0_
  WHS Path Cells ........................ 1

[Global route]
  Global route total overflow ........................ 0
  Largest net degree at the start of global routing ........................ 33
  Antenna violations before repair ........................ 0
  Vias in the first global route ........................ 1601
  Total track usage ........................ 11.8%
  Global-route wire length before repair ........................ slightly above 7000 um

[Cells and area]
  Layout area overhead ........................ 24.4%
  Final core occ ........................ between 30% and 40%
  Share of cells above drive strength 1 ........................ approximately 6.6%

[STA]
  Slew headroom ........................ 69.7%
  Final hold vios ........................ 0
  Final Max Tran Viols ........................ 0
  Ratio of final minimum period to clock period ........................ 54.0%
  Final worst path period need ........................ 3.35 ns
  Setup WS post-layout ........................ 2.85 ns
  Unrepaired setup endpoints after global routing ........................ false
  Final setup violating endpoints ........................ 0
  Transition time at the pin with the least slew margin ........................ approximately 0.45 ns
  Tightest hold margin ........................ 0.467 ns
  Clk_skew ........................ around 0.0057 ns
  Maximum achievable frequency ........................ 0.299 GHz
  Final TNS setup ........................ 0 ns

[Clocking]
  CTS H-tree depth ........................ 2
  Worst-Skew Late Latency ........................ 0.28 ns
  # Post-CTS Setup Buffers ........................ 0
  Clock root buffer master ........................ sky130_fd_sc_hd__clkbuf_8
  Number of gates resized after cts ........................ 0
  Hold buffer count at CTS ........................ 0
  Inserted Clock Buffers ........................ 5
  Clock tree from TritonCTS ........................ yes
  Clock Path Buffers ........................ 2
  Clock input transition at the sequential cells of the worst setup and hold paths ........................ 0.07 ns
  Sinks on the clock net ........................ 33

[Flow run]
  Max cap viols ........................ 0
  Tally of OpenROAD warnings ........................ 25

[Power and ir drop]
  Leakage power total ........................ 1.29 nW
  Areal power density over the cells ........................ 168 nW/um^2
  Worst vdd rail ir drop ........................ approximately 0.072 mV

----------------------------------------------------
[layer usage]
metal / share of wire (%) / track usage (%) / vias to the layer above
met2: 41 / 17.5 / 41
met3: 4.5 / 2.46 / 6
li1: - / - / 970
met4: 1.7 / 1.76 / 0
met1: 52 / 18.5 / 761
met5: 0 / 0 / -
[how the worst max path moves through the flow]
stage / to / cells past startpoint
6_report: count[7]$_SDFF_PP0_ / 8
5_1_grt: count[8]$_SDFF_PP0_ / 8
4_1_cts: count[7]$_SDFF_PP0_ / 8
[sequential cells by signal, indices dropped and copies added, names as in the netlist]
signal,count
clk_out,1
count,32
[critical path, stage by stage]
cell and delay (ns):
sky130_fd_sc_hd__clkdlybuf4s50_1 0.40, sky130_fd_sc_hd__ha_1 0.28, sky130_fd_sc_hd__nand2b_1 0.14, sky130_fd_sc_hd__a2111o_1 0.43, sky130_fd_sc_hd__a32oi_1 0.28, sky130_fd_sc_hd__a31o_2 0.25
sky130_fd_sc_hd__nand3_4 0.33, sky130_fd_sc_hd__nor2_1 0.20
[stage by stage]
step,area [sq um],power (mW),cells
detailed placement,2670,0.268,395
global placement,2670,0.267,395
finish,2790,0.467,403
global route,2790,0.494,403
floorplan,2240,0.243,265
CTS,2790,0.475,403
[cell type report]
cell class	count	area [sq um]
fill	723	4470
clock inverter	1	30.0
timing repair buffer	34	340
clock buffer	7	86.3
inverter	36	135
multi-input combinational	193	1410
sequential	33	661
tap	99	124
[layout by cell type (no fill, tap or decap)]
master                            instances
sky130_fd_sc_hd__xor2_1                  20
sky130_fd_sc_hd__nand2b_1                 3
sky130_fd_sc_hd__nand3_4                  1
sky130_fd_sc_hd__clkbuf_8                 6
sky130_fd_sc_hd__and2b_1                  1
sky130_fd_sc_hd__a221oi_1                 1
sky130_fd_sc_hd__nor2_2                   4
sky130_fd_sc_hd__clkdlybuf4s50_1         34
sky130_fd_sc_hd__a32oi_1                  1
sky130_fd_sc_hd__nand3_1                 11
sky130_fd_sc_hd__and3b_1                  1
sky130_fd_sc_hd__or3_1                    1
sky130_fd_sc_hd__and3_1                   3
sky130_fd_sc_hd__xnor2_1                 10
sky130_fd_sc_hd__ha_1                    33
sky130_fd_sc_hd__nor4_4                   2
sky130_fd_sc_hd__nor2_1                  36
sky130_fd_sc_hd__bufinv_16                1
sky130_fd_sc_hd__nand2_1                 19
sky130_fd_sc_hd__a2111o_1                 1
sky130_fd_sc_hd__and3_2                   1
sky130_fd_sc_hd__nand3b_1                 1
sky130_fd_sc_hd__nand4_4                  1
sky130_fd_sc_hd__o211a_1                  1
sky130_fd_sc_hd__and2_1                   1
sky130_fd_sc_hd__inv_1                   36
sky130_fd_sc_hd__and3_4                   1
sky130_fd_sc_hd__clkbuf_1                 1
sky130_fd_sc_hd__a31o_2                   1
sky130_fd_sc_hd__nor4_1                   1
sky130_fd_sc_hd__and4_1                   3
sky130_fd_sc_hd__and4_2                   1
sky130_fd_sc_hd__dfxtp_1                 33
sky130_fd_sc_hd__o21ai_0                  6
sky130_fd_sc_hd__a21oi_1                 14
sky130_fd_sc_hd__nand4_1                 11
sky130_fd_sc_hd__nand3_2                  1
sky130_fd_sc_hd__nor2b_1                  1
[report_power, final]
part / switching, mW / total [mW] / internal (mW)
sequential: 0.00194 / 0.216 / 0.214
clock: 0.0734 / 0.204 / 0.131
combinational: 0.0188 / 0.0471 / 0.0283
total: 0.0942 / 0.467 / 0.373
[cell families (layout without fill, tap and decap cells)]
group           count (synthesis)  in the layout  share of synthesized area, %
fa+ha+maj                      33             33                          18.4
buf+inv                        39             78                          7.54
compound gates                 25             25                          6.59
flops                          33             33                          29.5
simple gates                  105            105                          26.2
xor+xnor                       30             30                          11.7
Power and IR drop assume default switching activity.
